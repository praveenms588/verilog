==> ./config.mk <==
export PLATFORM = sky130hd
export DESIGN_NAME = rem3
export DESIGN_NICKNAME = rem3
export VERILOG_FILES = /design/flow/design.v
export SDC_FILE = /design/flow/constraint.sdc
export NUM_CORES = 4
export LEC_CHECK = 1
export CORE_AREA = 10 10 70 70
export DIE_AREA = 0 0 80 80
==> ./design.v <==
module rem3(input clk, reset, x,
            output reg [1:0] out);
  parameter a = 2'b00; 
  parameter b = 2'b01; 
  parameter c = 2'b10; 
  reg [1:0] p_state, n_state;
  always @(posedge clk) begin
    if (reset)
      p_state <= a;
    else
      p_state <= n_state;
  end
  always @(*) begin
    case (p_state)
      a: begin
        if (x == 0) begin
          n_state = a;
          out = 2'b00;
        end else begin
          n_state = b;
          out = 2'b01;
        end
      end
      b: begin
        if (x == 0) begin
          n_state = c;
          out = 2'b10;
        end else begin
          n_state = a;
          out = 2'b00;
        end
      end
      c: begin
        if (x == 0) begin
          n_state = b;
          out = 2'b01;
        end else begin
          n_state = c;
          out = 2'b10;
        end
      end
      default: begin
        n_state = a;
        out = 2'b00;
      end
    endcase
  end
endmodule
==> ./constraint.sdc <==
current_design rem3

set clk_period 1.0
set clk_io_pct 0.2

create_clock -name clk0 -period $clk_period [get_ports {clk}]

set non_clock_inputs [all_inputs -no_clocks]
set_input_delay [expr $clk_period * $clk_io_pct] -clock clk0 $non_clock_inputs
set_output_delay [expr $clk_period * $clk_io_pct] -clock clk0 [all_outputs]
==> ./run.sh <==
#!/bin/bash
# OpenROAD 26Q1-2900-gdf79404cd8, Yosys 0.63+post, stock flow scripts
make -C /OpenROAD-flow-scripts/flow DESIGN_CONFIG=/design/flow/config.mk WORK_HOME=/design/flow/orfs finish
==> results_slide.txt <==
Implementation Results

Routing
  – WL per Instance: between 5 and 6 um
  – Antenna diodes: 0
  – Count of antenna-violating nets left after detailed routing: 0
  – Overall routed net length: 344 um
  – Final routed DRC violation total: 0
  – DRT Pass-1 Iters: 1
  – Vias after detailed routing: roughly 120
  – Vias per std cell: 1.75
  – Iter 0 DRT Violations: 0

Synthesis
  – Dominant register cell in the synthesized netlist: dfxtp_1
  – Count of warnings emitted by yosys: 1
  – Fraction of registers with async set/reset: 0%
  – Cell count listed in synth_stat.txt: 10
  – Number of distinct library cell variants in the gate-level netlist after synthesis: 9
  – Number of instances in the synthesized netlist: 10
  – Ys flops: 2
  – Synth Seq Share: 41.0%
  – Area of the mapped netlist: between 90 and 100 um2
  – Most area-consuming cells after synthesis: dfxtp_1, nand4bb_1, nor3_2
  – Post-synthesis average cell area: approximately 10 um2
  – Cell accounting for the most synthesized area: dfxtp_1
  – Synthesis area per yosys: around 98 um2
  – Post-synth EDFFs: 0
  – Top cell area share: 41.0%
  – Top-count cell post-synth: dfxtp_1

Timing
  – Number of endpoints with negative hold slack in the final report: 0
  – Max Clock Skew: roughly 0.0038 ns
  – Setup-failing EPs final: 2
  – Sum Neg Setup Slack: -0.221 ns
  – Final Max-Slew Violation Tally: 0
  – Final Cycle Share: 114%
  – Unrepaired setup endpoints after global routing: yes
  – Headroom to the max-slew limit: 82.8%
  – Post-layout min period: between 1 and 1.5 ns
  – Maximum clock frequency: roughly 870 MHz
  – Least-Margin Pin Slew: about 0.26 ns
  – Worst setup margin: -0.145 ns

Power and ir drop
  – Net Sw Frac: about 22%
  – Power share of the combinational group: 19.4%
  – Pwr/cell area: ~1300 mW/mm2
  – Total net switching power: between 0.07 and 0.08 mW
  – Worst ir drop on vdd: 0.514 mV
  – Clock group share of total power: ~53%
  – Sequential cell fraction of total power: between 20 and 30%
  – Internal Dissipation: about 0.26 mW
  – Pleak: around 0.091 nW

Place
  – Worst setup timing slack at the placement stage: -0.698 ns
  – IO buf count: 4
  – Routability Congestion: around 0.6
  – Placed wire-length estimate after detailed placement: ~250 um

Critical path
  – Critical setup path kind: flop to primary output
  – Worst setup SP type: flop
  – Maximum fanout encountered on the critical timing path: 4
  – Maximum cell stage delay along the critical path: between 0.3 and 0.4 ns
  – CP startpoint: p_state[1]$_SDFF_PP0_
  – Worst Path Buf+Inv: 1
  – Endpoint of the lowest-slack register-to-register path: p_state[1]$_SDFF_PP0_
  – Register-to-Register Path Depth: 3
  – Worst path cell trace: nand2b_4 > o22ai_2 > buf_2
  – Critical path's top delay family: flip-flops
  – Worst setup EP type: primary output
  – R2R setup slack: 0.12 ns
  – Reg-to-Reg Start: p_state[1]$_SDFF_PP0_
  – Critical path endpoint: out[1]
  – Slowest cell on the critical path: dfxtp_2
  – Worst EP required: 0.80 ns
  – WP depth: 3
  – Arrival time worst endpoint: approximately 0.94 ns

Floorplan
  – Floorplan utilization: ~2.9%
  – Total I/O pin count: 5
  – Core Rows: 21
  – Area of the core region: between 0.003 and 0.004 mm2
  – Overall die area: about 0.0064 mm2
  – Width of the die: 80 um
  – Die height: approximately 80 um

CTS
  – Clock input transition at the sequential cells of the worst setup and hold paths: about 0.030 ns
  – Setup Buffers After CTS: 0
  – Clk sink count: 2
  – Clock tree buffer depth: 2
  – CTS tree: built
  – Clock network latency to the later pin of the worst-skew pair: about 0.22 ns
  – Clock Root Buffer: clkbuf_4
  – Number of buffers created by CTS: 3
  – H-tree depth: 1

Run status
  – Outcome: complete, but fails checks
  – Failing checks: setup timing

Layout
  – Post-route core utilization: around 7.7%
  – Area delta synth->final: 171%
  – Filler instances: roughly 420
  – Share of final-layout standard cells stronger than drive strength 1: between 70% and 80%
  – Regs by FF count: p_state x2
  – Max FFs per register: 2
  – Top reg by flops: p_state

Job
  – Count of tool warnings: 27
  – Max_cap viols: 0

Global routing
  – Global-route wire length before repair: about 590 um
  – Antenna violations before repair: 0
  – Global-route total usage across every layer: under 10%
  – Number of global-route vias before repair: ~140
  – Leftover overflow at the end of global routing: 0
  – Largest net degree at the start of global routing: 6

Hold path
  – Launch point of the worst hold path: x
  – Min-Delay Path Class: primary input to flop
worst min path at each step:
stage                            to  slack, ns  cells past startpoint
CTS           p_state[1]$_SDFF_PP0_       0.47                      2
global route  p_state[1]$_SDFF_PP0_       0.51                      2
finish        p_state[1]$_SDFF_PP0_       0.49                      2
power groups by stage:
stage     logic (mW)  clock network (mW)  registers (mW)
6_report      0.0649               0.177          0.0926
5_1_grt       0.0712               0.199          0.0934
4_1_cts       0.0658               0.191          0.0925
cell usage in the layout, fill, tap and decap left out, drive strengths merged:
cell and instances:
nand4bb 1, nor2 1, o31ai 1, dfxtp 2, dlygate4sd2 1, clkbuf 3, clkdlybuf4s50 1, nand2b 1
nand2 1, o22ai 1, xnor2 1, buf 6, nor3 1
cell type report:
cell class | count | area [um2] | share of cell area [%]
Multi-Input combinational cell | 8 | 78.8 | 29.9
Timing Repair Buffer | 8 | 62.6 | 23.7
Tap cell | 46 | 57.6 | 21.8
Sequential cell | 2 | 42.5 | 16.1
Clock buffer | 3 | 22.5 | 8.53
what timing repair did:
action                                  4_1_cts  5_1_grt
gates cloned                                  0        0
pin swaps                                     1        0
resized                                      14        0
endpoints found under the setup margin        2        2
hold buffers                                  0        0
routing by layer:
metal  GRT usage [%]  vias to the layer above  part of all wire, %
met5               0                        -                    0
met1            1.33                       54                   43
met4           0.528                        0                    0
li1                -                       60                    -
met2            1.69                        3                   52
met3           0.682                        0                  4.4
per-stage QoR:
stage / cells / cell area, um2 / hold WS (ns) / total power, mW
2_1_floorplan: 10 / 97.6 / 0.271 / 0.105
4_1_cts: 67 / 264 / 0.473 / 0.349
6_report: 67 / 264 / 0.487 / 0.334
3_5_place_dp: 64 / 225 / 0.524 / 0.153
5_1_grt: 67 / 264 / 0.509 / 0.363
3_3_place_gp: 64 / 225 / 0.516 / 0.152
cell families after synthesis:
logic type	synth area share, %
AND-OR/OR-AND	14.1
XOR/XNOR	8.98
flip-flops	41.0
AND/OR/NAND/NOR	35.9
Power and IR drop assume default switching activity.
